File: /design/flow/run.sh
#!/bin/bash
# OpenROAD 26Q1-2900-gdf79404cd8, Yosys 0.63+post, stock flow scripts
make -C /OpenROAD-flow-scripts/flow DESIGN_CONFIG=/design/flow/config.mk WORK_HOME=/design/flow/orfs finish
File: /design/flow/config.mk
export PLATFORM = sky130hd
export DESIGN_NAME = audio_preprocessor
export DESIGN_NICKNAME = audio_preprocessor
export VERILOG_FILES = /design/flow/design.v
export SDC_FILE = /design/flow/constraint.sdc
export NUM_CORES = 4
export LEC_CHECK = 1
export CORE_UTILIZATION = 40
export SYNTH_MEMORY_MAX_BITS = 65536
File: /design/flow/constraint.sdc
current_design audio_preprocessor

set clk_period 8066.4
set clk_io_pct 0.2

create_clock -name clk0 -period $clk_period [get_ports {clk}]

set non_clock_inputs [all_inputs -no_clocks]
set_input_delay [expr $clk_period * $clk_io_pct] -clock clk0 $non_clock_inputs
set_output_delay [expr $clk_period * $clk_io_pct] -clock clk0 [all_outputs]
File: /design/flow/design.v
module audio_preprocessor (
    input clk,
    input rst,
    input [1:0] filter_sel,
    input signed [15:0] audio_in,
    output signed [15:0] audio_out
);
wire signed [15:0] buffered;
wire signed [31:0] fir_out;
wire signed [15:0] filtered_audio;
wire signed [15:0] echoed_audio;
input_buffer u_buf (
    .clk(clk), .rst(rst),
    .in_sample(audio_in), .out_sample(buffered)
);
fir_core u_fir (
    .clk(clk), .rst(rst),
    .filter_sel(filter_sel),
    .x_in(buffered), .y_out(fir_out)
);
gain_control u_gain (
    .in_data(fir_out), .out_data(filtered_audio)
);
echo_module u_echo (
    .clk(clk), .rst(rst),
    .audio_in(filtered_audio), .audio_out(echoed_audio)
);
assign audio_out = echoed_audio;
endmodule
`timescale 1ns / 1ps
module echo_module (
    input clk,
    input rst,
    input signed [15:0] audio_in,
    output signed [15:0] audio_out
);
parameter DELAY_SAMPLES = 1024; 
parameter GAIN_DIV = 2;  
reg signed [15:0] delay_line [0:DELAY_SAMPLES-1];
reg [$clog2(DELAY_SAMPLES)-1:0] wr_ptr;
reg [$clog2(DELAY_SAMPLES)-1:0] rd_ptr;
reg signed [15:0] delayed_sample;
wire signed [15:0] echo_mixed;
integer i;
always @(posedge clk) begin
    if (rst) begin
        wr_ptr <= 0;
        rd_ptr <= 1; 
        delayed_sample <= 0;
    end else begin
        delayed_sample <= delay_line[rd_ptr];
        delay_line[wr_ptr] <= audio_in;
        wr_ptr <= wr_ptr + 1;
        rd_ptr <= rd_ptr + 1;
    end
end
initial begin
    for (i = 0; i < DELAY_SAMPLES; i = i + 1) begin
        delay_line[i] = 0;
    end
end
assign echo_mixed = audio_in + (delayed_sample >>> 1);  
assign audio_out = echo_mixed;  
endmodule
`timescale 1ns / 1ps
module fir_core (
    input clk,
    input rst,
    input [1:0] filter_sel,  
    input signed [15:0] x_in,
    output reg signed [31:0] y_out
);
parameter TAPS = 5;
reg signed [15:0] coeff [0:TAPS-1];
reg signed [15:0] shift [0:TAPS-1];
integer i;
always @(*) begin
    case (filter_sel)
        2'b00: begin  
            coeff[0] = 16'sd1169;
            coeff[1] = 16'sd7899;
            coeff[2] = 16'sd14631;
            coeff[3] = 16'sd7899;
            coeff[4] = 16'sd1169;
        end
        2'b01: begin  
            coeff[0] = -16'sd431;
            coeff[1] = -16'sd4116;
            coeff[2] = 16'sd25398;
            coeff[3] = -16'sd4116;
            coeff[4] = -16'sd431;
        end
        2'b10: begin  
            coeff[0] = -16'sd210;
            coeff[1] = -16'sd1468;
            coeff[2] = 16'sd30252;
            coeff[3] = -16'sd1468;
            coeff[4] = -16'sd210;
        end
        default: begin  
            coeff[0] = 16'sd1160;
            coeff[1] = 16'sd7894;
            coeff[2] = 16'sd14661;
            coeff[3] = 16'sd7894;
            coeff[4] = 16'sd1160;
        end
    endcase
end
always @(posedge clk) begin
    if (rst) begin
        for (i=0;i<TAPS;i=i+1)
            shift[i] <= 0;
        y_out <= 0;
    end else begin
        shift[0] <= x_in;
        for (i=1;i<TAPS;i=i+1)
            shift[i] <= shift[i-1];
        y_out <= shift[0]*coeff[0] +
                 shift[1]*coeff[1] +
                 shift[2]*coeff[2] +
                 shift[3]*coeff[3] +
                 shift[4]*coeff[4];
    end
end
endmodule
module gain_control (
    input signed [31:0] in_data,
    output signed [15:0] out_data
);
assign out_data = in_data >>> 15;  
endmodule
`timescale 1ns / 1ps
module input_buffer (
    input clk,
    input rst,
    input signed [15:0] in_sample,
    output reg signed [15:0] out_sample
);
always @(posedge clk) begin
    if (rst)
        out_sample <= 0;
    else
        out_sample <= in_sample;
end
endmodule
==> run summary <==
This memo summarizes the results of the implementation run.

Status
The run finished with clean final reports.

Worst setup path
The data required time of the worst path is ~8000 ns. The type of origin of the critical path is an input port. The timing report gives the biggest stage delay along the critical path as 0.77 ns. In this run the critical register-to-register path is launched from u_echo.rd_ptr[0]. The worst setup path is of the input port to flip-flop kind.

The arrival time of data at the critical path endpoint is 1624.20 ns. STA classifies the critical path endpoint as a flip-flop. For the worst flop-to-flop path, the logic depth is 16. The cell repeated most along the worst path is sky130_fd_sc_hd__fa_1. The endpoint identified for the worst register-to-register timing path is u_echo.delayed_sample[4]. The cell with the biggest individual delay on the critical path is sky130_fd_sc_hd__ha_4. Per the timing report, the biggest fanout along the worst path comes to 92. STA reports a reg2reg setup slack of 8056.48 ns.

Place
Per the gpl log, the routability congestion estimate is approximately 0.93. The post-detailed-placement half-perimeter wirelength is about 1200000 um. The count of input and output buffers is 35. In this run the cell area measured after placement is approximately 680000 sq um. The post-place setup slack is 6442.00 ns.

Worst hold path
According to the hold report, the worst path is of the flip-flop to flip-flop type. The number of cells on the worst hold path is 1. The worst-case hold path end point is u_fir.shift[0][14]. The worst hold path begins at u_buf.out_sample[14].

STA
The total negative slack for setup checks is 0 ns. Checking max transition, the worst relative margin is around 3.1%. Setup repair after global routing left no endpoint under its margin. The final timing summary puts the cycle share of the worst path at about 20%. The final-report setup violation count is 0. For the pin with the worst max-slew slack, the measured transition is between 1 and 1.5 ns. The number of hold-slack violations in the final timing report is 0. The maximum clock rate is between 0.6 and 0.7 MHz. The final timing report lists clock skew as between 0.1 and 0.15 ns. The worst setup slack after layout is 6443.51 ns.

Subtracting the final worst setup slack from the clock period gives ~1600 ns. The max-slew violation count is 0.

Clock tree
CTS reports a maximum clock tree buffer depth of 6. Clock tree synthesis inserted a total of between 1500 and 2000 buffers. Looking at the clock tree report, the H-tree level count equals 7. The number of buffers inserted for hold repair after clock tree synthesis is 0.

For this design, the sink count on the clock tree is between 15000 and 20000. The insertion delay of the later-clocked pin in the worst-skew pair is between 1 and 1.5 ns. TritonCTS built the clock tree.

The clock transition at the registers of the reported paths is ~0.08 ns. The root buffer cell chosen for the clock tree is sky130_fd_sc_hd__clkbuf_16. The number of buffers added for setup after CTS is 0. The cell resize tally after clock tree synthesis is 0.

Power
Across the VDD grid, the largest voltage drop is around 0.0000012 V. The areal power density over the cells is around 0.28 nW/um^2. The reported leakage power is ~0.24 uW.

Detailed routing
After the first detailed-routing iteration, the DRC count stood at ~21000. The first-pass iteration count of the detailed router is 22. The routed design shows a via density per instance of approximately 5.7.

The DRC violations left is 0. The script logs the mean routed wire length per placed instance as 34.51 um. In the post-route report, total wirelength is listed as ~1900000 um. Per the post-route antenna check, the number of violating nets is 0. The final route contains 309400 vias.

Flow run
The tally of max-capacitance violations is 0. The number of warnings the tools reported is roughly 130.

GRT
The global-route wire length before repair is ~2600000 um. The overall fraction of global-route tracks in use is 26.24%. The overflow left after global routing is 0. Entering global routing, the biggest net connects 141 pins. The number of global-route vias before repair is around 350k. The number of antenna violations at the first check in global routing is between 200 and 250.

Die
36 I/O pins were placed. The number of placement rows is 463. The placeable core region is around 1600000 sq um. The floorplan step set the die width to 1265 um. The die footprint is 1600000 sq um. In the floorplan report the effective utilization is between 40 and 50%.

The floorplan step set the die height to 1265 um.

Synthesis
The number of warnings issued by yosys is 5. The number of flip-flops and latches in the synthesized netlist is approximately 16000. The synthesis report names the predominant flop master as sky130_fd_sc_hd__edfxtp_1. The number of different library cells in the post-synthesis netlist is slightly above 80.

The fraction of registers with async set/reset is 0%. The number of cell instances after yosys synthesis is a little under 30000. The mean instance size in the synthesized netlist is roughly 22 sq um. The synthesized area is between 600000 and 700000 sq um. The synthesized netlist handed to floorplanning was reported with a cell count of a little under 30000.

The portion of the post-synthesis area used by sequential elements is between 70% and 80%. Counting flops with a built-in enable in the synthesized netlist gives between 15000 and 20000. In the synthesis report, Yosys lists the chip area as roughly 640000 sq um.

Layout
The share of the core filled with cells is 45.66%. In the final layout, the share of cells above drive strength 1 is 27.40%. Compared with the post-synthesis result, the final layout area differs by 13.78%. Once layout is done, the placed cells without fillers occupy about 730000 sq um.
==> cells in the mapped netlist, drive strengths merged, types with 111 or more instances <==
| master | count | area [sq um] |
|---|---|---|
| o21ai | 225 | 1126 |
| a21oi | 190 | 950.9 |
| inv | 1739 | 6528 |
| mux2i | 756 | 7567 |
| and2 | 117 | 732.0 |
| mux4 | 4388 | 98820 |
| clkbuf | 654 | 2455 |
| nand2 | 643 | 2414 |
| ha | 347 | 4342 |
| edfxtp | 15360 | 461200 |
| o221ai | 147 | 1287 |
| fa | 1407 | 28170 |
| buf | 937 | 6040 |
| dfxtp | 147 | 2943 |
| nor2 | 1473 | 5529 |
| o22ai | 111 | 694.4 |
==> cells in the final DEF, fill, tap and decap left out, drive strengths merged, types with 80 or more instances in the layout <==
master	count
a21oi	190
and2	117
buf	2242
bufinv	113
clkbuf	1999
clkinv	674
dfxtp	147
diode	384
edfxtp	15360
fa	1407
ha	347
inv	1765
mux2i	756
mux4	4388
nand2	643
nor2	1473
nor2b	97
nor3	80
o21ai	225
o221ai	147
o22ai	111
xnor2	80
==> kinds of logic after synthesis <==
group	after synthesis	synth area share, %
AOI/OAI and AO/OA	1110	1.196
adders and majority gates	1754	5.096
xor gates and xnor gates	106	0.1477
and+or+nand+nor	2633	1.735
other	1	0.0005879
buffers and inverters	3336	2.359
DFF	15510	72.77
muxes	5155	16.70
==> layout make-up <==
type	instances	area [sq um]
Clock inverter	852	7005
Clock buffer	1998	42700
Timing Repair Buffer	2277	17760
Antenna cell	384	960.9
Multi-Input combinational cell	10770	160000
Inverter	1745	6601
Tap cell	21160	26470
Sequential cell	15510	464300
Fill cell	129300	863800
==> critical path, delay by kind of cell <==
family          cells  cell delay, ns
fa+ha+maj          12            6.17
compound gates      4            1.18
simple gates        4            0.92
buf+inv            11            2.47
==> metrics by stage <==
step / power [uW] / std cells / hold WS (ns)
finish: 205.5 / 54690 / 0.4301
floorplan: 130.7 / 29620 / 0.4138
global placement: 135.6 / 51460 / 0.4516
detailed placement: 136.0 / 51460 / 0.4363
CTS: 206.5 / 54310 / 0.4237
global route: 213.1 / 54530 / 0.4340
==> report_power, final <==
| group | switching [uW] | internal, uW |
|---|---|---|
| clock network | 30.1 | 40.9 |
| logic | 24.8 | 11.2 |
| registers | 0.495 | 97.7 |
==> flip-flops by register name (all words and copies together), names as in the netlist <==
register and flops:
u_echo.delay_line 15360, u_fir.shift 80, u_fir.y_out 16, u_echo.wr_ptr 10, u_buf.out_sample 16, u_echo.delayed_sample 15, u_echo.rd_ptr 10
==> layer usage <==
layer	track usage [%]	vias up	share of wire, %
met3	25.09	3633	22
li1	-	124900	-
met2	36.32	23680	46
met1	26.65	156900	27
met5	3.743	-	0.36
met4	10.63	286	5.0
==> worst max path at each step <==
stage,from,end,slack (ns)
4_1_cts,filter_sel[0],u_fir.y_out[29],6443.42
5_1_grt,filter_sel[0],u_fir.y_out[28],6442.92
6_report,filter_sel[0],u_fir.y_out[29],6443.51
Power figures rest on the tool's default switching activity, not on a simulated workload.
